### design.v
`timescale 1ns / 1ps
module PC_Counter(PCin, PCout, clk);
    input [31:0] PCin;
    input clk;
    output reg [31:0] PCout;
    always @ (negedge clk) begin
        PCout = PCin + 1;
    end
endmodule
### run.sh
#!/bin/bash
# OpenROAD 26Q1-2900-gdf79404cd8, Yosys 0.63+post, stock flow scripts
make -C /OpenROAD-flow-scripts/flow DESIGN_CONFIG=/design/flow/config.mk WORK_HOME=/design/flow/orfs finish
### config.mk
export PLATFORM = sky130hd
export DESIGN_NAME = PC_Counter
export DESIGN_NICKNAME = PC_Counter
export VERILOG_FILES = /design/flow/design.v
export SDC_FILE = /design/flow/constraint.sdc
export NUM_CORES = 4
export LEC_CHECK = 1
export CORE_AREA = 10 10 106 106
export DIE_AREA = 0 0 116 116
### constraint.sdc
current_design PC_Counter

set clk_period 8.1
set clk_io_pct 0.2

create_clock -name clk0 -period $clk_period [get_ports {clk}]

set non_clock_inputs [all_inputs -no_clocks]
set_input_delay [expr $clk_period * $clk_io_pct] -clock clk0 $non_clock_inputs
set_output_delay [expr $clk_period * $clk_io_pct] -clock clk0 [all_outputs]
==> out/metrics.csv <==
stage,metric,value,unit
outcome,outcome,"finished, final reports clean",
finish,max reg flops,32,
placed_design,dpl hpwl,3.49,mm
cts,post-CTS setup buffers,0,
placed_design,Port Buf Inserts,64,
yosys,sequential-to-total area share from yosys stat,48.2,%
yosys,yosys cell count,129,
floorplan,Core Box Area,0.00885,mm2
finish,register area,641,um2
cts,clock buffer depth,2,
sta,worst slew pin tran,0.495,ns
floorplan,die width,116,um
global_routing,initial antenna violation count,0,
finish,Fillers,927,
cts,"Clk pin slew, worst setup/hold paths",0.03,ns
power_and_ir_drop,leakage,0.972,nW
setup_path,CP Max Fanout,8,
floorplan,initial core utilization,15.0,%
yosys,Yosys reg bits,32,
routing,drt pass-1 iters,7,
yosys,top cell type by total area after synthesis,dfxtp_1,
sta,Final setup viols,0,
floorplan,die height,116,um
yosys,Synth area leaders,"dfxtp_1, xor2_1, xnor2_1",
global_routing,first-pass GRT wire length,6.52,mm
setup_path,Worst Setup SP,PCin[0],
yosys,Netlist Area Pre-Place,0.00133,mm2
setup_path,CP max stage cell,clkdlybuf4s50_1,
setup_path,CP Launch Type,primary input,
placed_design,dpl cells,297,
power_and_ir_drop,PD cells,185,mW/mm2
routing,DRT iter0 DRCs,65,
yosys,synthesis area per yosys,0.00133,mm2
sta,Slew headroom,66.9,%
cts,Post-CTS Resized,0,
flow_run,count of tool warnings,57,
routing,DR vias/cell,3.69,
cts,CTS tree,yes,
hold_path,HP Class,primary input to flip-flop,
setup_path,CP cell instances,"clkdlybuf4s50_1, ha_1, and3_1, nand3_2, nor4_1, xor2_1",
routing,post-detailed-routing wire length,4.31,mm
setup_path,Worst Path Arrival,3.33,ns
setup_path,WS Path Type,primary input to flip-flop,
finish,share of layout cells above drive strength 1,6.17,%
global_routing,largest net degree at the start of global routing,12,
sta,final slew viol count,0,
yosys,Ys Warns,1,
cts,total CTS buffers,5,
finish,Comb area,647,um2
cts,Hold Buf Count CTS,0,
sta,RSZ-0062 raised after global routing,no,
power_and_ir_drop,Max IR drop VDD,0.0000592,V
hold_path,critical hold path startpoint,PCin[31],
floorplan,Ports,65,
sta,Hold WS,5.92,ns
global_routing,gr usage total,6.28,%
floorplan,std cell rows,34,
routing,n_diodes,0,
setup_path,Worst setup EP type,flip-flop,
finish,Area Growth Syn to Fin,73.2,%
setup_path,critical path required time,4.25,ns
global_routing,vias in the first global route,1291,
finish,Layout Cells excl Fill,335,
routing,post-route ant nets,0,
sta,setup TNS,0,ns
yosys,Yosys cell types,21,
routing,Residual DRC,0,
global_routing,total global routing overflow,0,
yosys,Mean Syn Cell Area,10.3,um2
sta,final hold vios,0,
yosys,Area leader share,48.2,%
routing,via count,1235,
routing,wire per inst,12.9,um
placed_design,gpl congestion,0.726,
flow_run,maxcap violations,0,
setup_path,largest stage delay on the critical path,0.54,ns
floorplan,die area,0.0135,mm2
yosys,Cells after Synth,129,
cts,CTS root buffer,clkbuf_8,
cts,clock sink count,32,
cts,H-Tree Level Count,2,
Yosys cell counts, drive strengths merged:
cell type / n
nand3: 13
ha: 1
dfxtp: 32
and4: 5
nand4: 4
nor3b: 1
inv: 5
nand2: 10
nor2b: 1
nor3: 4
nor2: 4
xnor2: 11
nor4: 10
buf: 4
xor2: 19
and3: 5
placed cells by master (no fill, tap or decap), types with 5 or more instances in the layout:
cell             synthesis  final
xor2_1                  19     19
nand2_1                  9      9
nor4_1                   6      6
and4_1                   5      5
nand3_1                 10     10
dfxtp_1                 32     32
clkbuf_8                 0      5
clkdlybuf4s50_1          0     64
inv_1                    5     37
and3_1                   5      5
xnor2_1                 11     11
worst max-delay path: cells and delay by family:
family / cells / cell delay [ns]
buffers and inverters: 1 / 0.54
xor gates and xnor gates: 1 / 0.12
and+or+nand+nor: 3 / 0.82
adders and majority gates: 1 / 0.24
power breakdown:
part           internal [mW]  switching [mW]  total (mW)
logic                 0.0347          0.0164      0.0511
registers              0.168         0.00240       0.171
clock network          0.110          0.0952       0.205
logic make-up after synthesis:
group | Yosys count | synth area share, %
adder cells (fa/ha/maj) | 1 | 0.941
XOR/XNOR | 30 | 19.8
flip-flops | 32 | 48.2
AND/OR/NAND/NOR | 57 | 28.0
buffers and inverters | 9 | 3.11
metrics by stage:
| stage | cell area (um2) | worst slack, ns | utilization, % | power, mW |
|---|---|---|---|---|
| 2_1_floorplan | 1330 | 1.40 | - | 0.206 |
| 3_5_place_dp | 2080 | 0.589 | 23.5 | 0.250 |
| 4_1_cts | 2300 | 0.935 | 26.0 | 0.442 |
| 3_3_place_gp | 2080 | 0.569 | 23.5 | 0.250 |
| 6_report | 2300 | 0.913 | 26.0 | 0.427 |
| 5_1_grt | 2300 | 0.699 | 26.0 | 0.466 |
routing by layer:
metal | vias to the layer above | track usage (%) | routed length [um]
met4 | 0 | 2.84 | 54
met2 | 40 | 9.94 | 2150
met3 | 2 | 3.87 | 406
li1 | 639 | - | -
met1 | 554 | 6.53 | 1700
met5 | - | 0 | 0
cell type report:
class | instances | area share [%]
multi-input combinational | 88 | 28.1
sequential | 32 | 27.8
timing repair buffer | 64 | 27.8
clock inverter | 34 | 6.69
tap | 108 | 5.87
clock buffer | 5 | 2.99
inverter | 4 | 0.653
path summary, 6_finish.rpt:
check	endpoint	depth (start not counted)
hold / removal	PCout[31]	2
setup / recovery	PCout[28]	6
Power figures rest on the tool's default switching activity, not on a simulated workload.
