[flow/config.mk]
export PLATFORM = sky130hd
export DESIGN_NAME = registerFile
export DESIGN_NICKNAME = registerFile
export VERILOG_FILES = /design/flow/design.v
export SDC_FILE = /design/flow/constraint.sdc
export NUM_CORES = 4
export LEC_CHECK = 1
export CORE_UTILIZATION = 30
[flow/constraint.sdc]
current_design registerFile

set clk_period 6.7
set clk_io_pct 0.2

create_clock -name clk0 -period $clk_period [get_ports {clk}]

set non_clock_inputs [all_inputs -no_clocks]
set_input_delay [expr $clk_period * $clk_io_pct] -clock clk0 $non_clock_inputs
set_output_delay [expr $clk_period * $clk_io_pct] -clock clk0 [all_outputs]
[flow/design.v]
`timescale 1ns / 1ps
module registerFile (sout1, sout2, sinp, inp, clk, WE, rd1, rd2);
    input [4:0] sout1, sout2, sinp;
    input clk, WE;
    input [31:0] inp;
    output reg [31:0] rd1, rd2;
    reg [31:0] registers [0:31];
    always @ (posedge clk) begin
        rd1 = registers[sout1];
        rd2 = registers[sout2];
        if (WE) begin
            registers[sinp] = inp;
        end
    end
endmodule
[flow/run.sh]
#!/bin/bash
# OpenROAD 26Q1-2900-gdf79404cd8, Yosys 0.63+post, stock flow scripts
make -C /OpenROAD-flow-scripts/flow DESIGN_CONFIG=/design/flow/config.mk WORK_HOME=/design/flow/orfs finish
==> run summary <==
Reports from this run.

- The post-CTS setup buffer count reads 0.
- Per the skew report, the later register of the worst-skew pair sees a clock latency of 720 ps.
- The floorplan-stage core utilization reads 30.3%.
- The sequential cell area reads 0.0320 mm2.
- The data required time of the worst path is 7230 ps.
- The number of standard cells after synthesis is 3450.
- The slowest stage cell on the critical path is clkdlybuf4s50_1.
- The count of warnings emitted by yosys reads 1.
- The total area inside the core boundary comes to 0.165 mm2.
- No sink is reached through more buffers than the 3 on the longest clock path.
- The detailed-routing iteration count for the pre-antenna-repair pass is 21.
- The utilization after layout is 34.7%.
- In the final timing run, aggregate negative setup slack is 0 ps.
- The clock tree from TritonCTS reads done.
- Per the slew report, the remaining headroom to the max-slew limit stands at 40.5%.
- Per the CTS log, the maximum H-tree level is 3.
- The largest net degree at the start of global routing reads 94.
- The worst slack on hold paths reads 628 ps.
- The worst hold path class reads reg2reg.
- The maximum single-stage delay on the critical path is 580 ps.
- By area the synthesized netlist is led by edfxtp_1 61%, mux2i_1 20%, a22oi_1 2.9%, dfxtp_1 2.6%, a22o_1 2.2%.
- The via count of the first global-routing pass is 32500.
- Per the timing report, the biggest fanout along the worst path comes to 66.
- From bottom edge to top edge, the die measures 411 um.
- The per-cell routed wire length reads 26.2 um.
- The number of hold buffers added after CTS was 0.
- The worst setup slack after layout is 2960 ps.
- The max-slew violation total from the final report is 0.
- The first routing iteration left 1816 violations.
- The slack of the worst reg-to-reg path is 5140 ps.
- The count of buffering cells on the critical path with inverters included reads 3.
- The nature of the critical path endpoint is a flop.
- The synthesis report gives the async set-or-reset register share as 0%.
- The residual DRC count reads 0.
- Setup repair after global routing left no endpoint under its margin.
- The kind of cell adding the most delay to the critical path is buffers and inverters.
- The overall die size recorded for this design is 0.169 mm2.
- The total detailed-routing wirelength is 153 mm.
- Per the synthesis report, the dominant area consumer among library cells is edfxtp_1.
- The worst flop-to-flop path endpoint is rd2[1]$_DFF_P_.
- The transition time recorded at the tightest slew-check pin is 892 ps.
- The sum of net half-perimeters after detailed placement is 85.7 mm.
- Row generation in the floorplan step produced 149 rows.
- The cell area after technology mapping is 0.0501 mm2.
- For this run, the leading register cell type out of synthesis is edfxtp_1.
- The filler cell count is 15500.
- Listed in order, past its start point the critical path passes clkdlybuf4s50_1, nor2_4, buf_12, buf_4, a22o_1, nor3_1, a31oi_1, nand3_1.
- Counting endpoints that fail hold in the final report gives 0.
- Gates resized during post-CTS repair numbered 0.
- The number of standard cells reported by yosys is 3450.
- The number of sinks handled by clock tree synthesis reads 1088.
- The number of different library cells used by synthesis comes to 24.
- The die width is 411 um.
- The synthesis stat section lists a flop and latch total of 1088.
- The share of post-route cells with drive strength above 1 reads 9.59%.
- The number of CTS-inserted buffers reads 116.
- The number of vias after detailed routing reads 31100.
- The average instance area after synthesis is 14.5 um2.
- The worst vdd rail ir drop is 0.000197 V.
- The worst clock skew is 30.5 ps.
- The number of enable flip-flop cells is 1024.
- The reg-to-reg critical path startpoint is registers[0][1]$_DFFE_PP_.
- In this run the most critical hold path is launched from registers[24][24]$_DFFE_PP_.
- Looking at the hold checks, the worst path lands on rd2[24]$_DFF_P_.
- STA on the placed design reports a worst setup slack of 2340 ps.
- For this run the aggregate overflow at the end of global routing stands at 0.
- The detailed-route vias per instance is 5.32.
- The worst hold path passes through 4 cells.
- The post-synthesis sequential area ratio is 64.0%.
- The yosys synthesis chip area is 0.0501 mm2.
- The type of element launching the critical path is an input pin.
- The depth of the worst register-to-register path reads 5.
- The number of warnings the tools reported is 26.
- The initial antenna violation count is 9.
- By count the netlist is led by 1024 x edfxtp_1, 1024 x mux2i_1, 195 x nand2_1.
- Per the post-CTS timing run, clock transition at the registers of the reported paths is 60 ps.
- The number of failing setup endpoints in the final timing report is 0.
- For this run, the total global-route usage over all layers was measured as 19.0%.
- The leakage component of the power is 20.8 nW.
- The weighted congestion reported at the end of routability-driven placement is 0.880.
- The library cell used as clock root buffer is clkbuf_16.
- Leaving out buffers and inverters, the combinational logic in the layout accounts for 0.0168 mm2.
- The wire length of the first global-routing pass reads 221 mm.
- The remaining antenna violation count reads 0.
- The flow ran to the end, and the final reports show no timing, DRC or antenna violations.
- The area added between synthesis and finish is 14.8%.
- The number of maximum-capacitance violations is 0.
- The ratio of total power to cell area reads 262 mW/mm2.
- The data arrival time of the critical path is 4270 ps.
- For this design the top-level I/O count stands at 113.
- The upper clock frequency limit is 268 MHz.
- For the finished layout, the period the worst path requires is 3740 ps.
- The type of the worst setup path reads in2reg.
- The area fraction of the dominant cell type after synthesis is 61.4%.
- Buffers placed on the I/O ports in this run total 112.
- The post-layout period usage of the worst path is 55.7%.
## metrics by stage
stage / cell area [um2] / power, mW / instances
6_report: 57500 / 15.1 / 5852
5_1_grt: 57500 / 15.5 / 5849
2_1_floorplan: 50100 / 8.47 / 3450
3_3_place_gp: 53800 / 9.07 / 5631
4_1_cts: 57500 / 15.1 / 5849
3_5_place_dp: 53800 / 9.07 / 5631
## cell families (layout without fill, tap and decap cells)
logic type             after synthesis  in the layout  share of synthesized area, %
buffers and inverters              253            463                          3.13
AND/OR/NAND/NOR                    509            509                          4.59
flip-flops                        1088           1088                          64.0
AND-OR/OR-AND                      576            576                          7.84
other                                0              3                             0
multiplexers                      1024           1024                          20.5
## power by group
part	internal, mW	leakage, nW	switching (mW)
Sequential	7.56	9.76	0.0853
Combinational	0.493	9.28	0.781
Clock	3.51	1.79	2.62
Total	11.6	20.8	3.48
## area by class of cell
class / count / area share [%]
sequential: 1088 / 55.7
antenna: 3 / 0.0131
clock inverter: 49 / 0.636
clock buffer: 169 / 5.68
timing repair buffer: 245 / 3.97
tap: 2189 / 4.77
multi-input combinational: 2109 / 29.2
## cell usage in the layout (no fill, tap or decap), drive strengths merged
master | netlist | layout
clkdlybuf4s50 | 0 | 110
dfxtp | 64 | 64
nand2b | 4 | 4
clkinvlp | 0 | 1
a21oi | 192 | 192
nand3b | 5 | 5
nand2 | 195 | 195
and2 | 2 | 2
or3 | 1 | 1
nor3 | 64 | 64
nor2b | 4 | 4
buf | 163 | 135
or2 | 2 | 2
inv | 0 | 4
a31oi | 64 | 64
nand3 | 194 | 194
or3b | 3 | 3
a22oi | 192 | 192
clkbuf | 90 | 169
diode | 0 | 3
clkinv | 0 | 40
nor2 | 35 | 35
edfxtp | 1024 | 1024
mux2i | 1024 | 1024
a22o | 128 | 128
bufinv | 0 | 4
## layer usage
layer	up-vias	global-route usage, %	routed length (um)
met1	15300	22.8	55100
met2	1697	29.6	72800
li1	13800	-	-
met5	-	0.565	110
met4	18	4.68	4370
met3	256	11.1	20800
## state kept, by name (all words and copies together), names as in the netlist
name       cells
rd1           32
registers   1024
rd2           32
## how the worst max path moves through the flow
stage,start,end,slack (ps),cells past startpoint
after CTS,sout1[2],rd1[12]$_DFF_P_,3060,8
after global routing,sout1[2],rd1[12]$_DFF_P_,2880,8
final,sout1[2],rd1[12]$_DFF_P_,2960,8
## worst register-to-register path: stages, from the launching register on
cell and delay, ps:
edfxtp_1 410, mux2i_1 160, a22o_1 140, nor3_1 50
a31oi_1 380, nand3_1 250
No activity file was given, so power comes from the tool's default toggle rates.
